==> flow/design.v <==
`timescale 1ns / 1ps
module Handicapped_Parking_counter #(parameter maximum=5,minimum=0)(input clk,reset,entry,exit,output reg [4:0] slots);
reg entry_prev, exit_prev;
always @(posedge clk or posedge reset) begin
    if(reset)begin
        slots<=maximum;
        entry_prev<=0;
        exit_prev<=0;
    end   
    else begin
        if(exit && !exit_prev && slots < maximum) 
                slots<= slots+1;
         if (entry && !entry_prev && slots > minimum)
            slots<= slots-1;
        entry_prev<=entry;
        exit_prev<=exit;
    end
end
endmodule 
==> flow/run.sh <==
#!/bin/bash
# OpenROAD 26Q1-2900-gdf79404cd8, Yosys 0.63+post, stock flow scripts
make -C /OpenROAD-flow-scripts/flow DESIGN_CONFIG=/design/flow/config.mk WORK_HOME=/design/flow/orfs finish
==> flow/config.mk <==
export PLATFORM = sky130hd
export DESIGN_NAME = Handicapped_Parking_counter
export DESIGN_NICKNAME = Handicapped_Parking_counter
export VERILOG_FILES = /design/flow/design.v
export SDC_FILE = /design/flow/constraint.sdc
export NUM_CORES = 4
export LEC_CHECK = 1
export CORE_AREA = 10 10 70 70
export DIE_AREA = 0 0 80 80
==> flow/constraint.sdc <==
current_design Handicapped_Parking_counter

set clk_period 2.6
set clk_io_pct 0.2

create_clock -name clk0 -period $clk_period [get_ports {clk}]

set non_clock_inputs [all_inputs -no_clocks]
set_input_delay [expr $clk_period * $clk_io_pct] -clock clk0 $non_clock_inputs
set_output_delay [expr $clk_period * $clk_io_pct] -clock clk0 [all_outputs]
==> flow_metrics.env <==
# source this file to load flow results
export IMPL_outcome="completed"
export IMPL_warning_count=25
export IMPL_top_cells_by_area="dfrtp_1 29%, dfstp_2 12%, ha_1 8.6%"
export IMPL_grt_ovfl_total=0
export IMPL_ant_nets=0
export IMPL_worstPathMaxFanout=4
export IMPL_cts_path_max_buffers=2
export IMPL_cap_violations=0
export IMPL_ys_sh_simple_pct=16.3
export IMPL_preCtsSetupSlack_ns=0.0675
export IMPL_hold_buffers=0
export IMPL_leakage_nw=0.252
export IMPL_ys_seq_share_pct=40.6
export IMPL_crit_path_start_kind="input pin"
export IMPL_via_per_inst=3.09
export IMPL_finalMaxSlewViolations=0
export IMPL_final_util_pct=17.6
export IMPL_syn_instance_count=39
export IMPL_hold_violations=0
export IMPL_max_slew_margin_pct=82.5
export IMPL_portBuffers=8
export IMPL_yosysTopAreaCell="dfrtp_1"
export IMPL_boundaryPins=9
export IMPL_post_cts_resized=0
export IMPL_fillers=381
export IMPL_cts_tree="done"
export IMPL_end_kind="flop"
export IMPL_critical_path_class="input pin to flop"
export IMPL_p_per_area_mw_per_mm2=1080
export IMPL_dieArea_mm2=0.00640
export IMPL_fin_setup_tns_ns=0
export IMPL_grt_max_degree=8
export IMPL_die_h_um=80
export IMPL_skew_ns=0.00341
export IMPL_yosysChipArea_um2=438
export IMPL_yosys_area_top_type_share_pct=28.6
export IMPL_firstDrtPassIters=3
export IMPL_fin_ws_ns=0.320
export IMPL_coreArea_mm2=0.00342
export IMPL_htreeDepth=1
export IMPL_cp_arrival_ns=2.45
export IMPL_r2r_cells=8
export IMPL_post_cts_buffers=0
export IMPL_ys_cells=39
export IMPL_lay_top_cells="8 x clkdlybuf4s50_1, 5 x dfrtp_1, 4 x inv_1"
export IMPL_synthMuxAreaShare_pct=9.14
export IMPL_layout_drive_gt1_share_pct=19.6
export IMPL_drt_iter0_markers=9
export IMPL_place_congestion=0.752
export IMPL_fmax_mhz=439
export IMPL_ys_warn_count=1
export IMPL_grt_pass1_wl_um=1360
export IMPL_finalCritPeriodShare_pct=87.7
export IMPL_fp_util_pct=12.8
export IMPL_cts_buffers_inserted=3
export IMPL_layout_min_cycle_time_ns=2.28
export IMPL_setup_viol_count_final=0
export IMPL_die_x_um=80
export IMPL_worst_pin_slew_ns=0.262
export IMPL_drc=0
export IMPL_grt_pass1_vias=297
export IMPL_cp_required_ns=2.76
export IMPL_layout_top_cell="clkdlybuf4s50_1"
export IMPL_cts_root_buf="clkbuf_4"
export IMPL_synth_cell_type_count=20
export IMPL_holdWs_ns=0.503
export IMPL_clk_latency_ns=0.25
export IMPL_hold_class="input pin to async pin"
export IMPL_grt_usage_pct=2.61
export IMPL_hpwl_um=714
export IMPL_dr_total_vias=300
export IMPL_synthXorXnorAreaFrac_pct=6.00
export IMPL_synth_avg_cell_area_um2=11.2
export IMPL_synth_adder_area_share_pct=13.1
export IMPL_clock_sinks=7
export IMPL_drt_wl_total_um=862
export IMPL_clkTransAtPathRegs_ns=0.05
export IMPL_logic_family="simple AND/OR/NAND/NOR gates"
export IMPL_ys_sh_aoi_pct=11.4
export IMPL_synth_area_um2=438
export IMPL_wire_per_inst_um=8.89
export IMPL_antenna_found_initial=0
export IMPL_ir_drop_mv=0.220
export IMPL_row_count=21
export IMPL_syn2layout_area_growth_pct=37.4
export IMPL_numSynthFlops=7
export IMPL_rsz0062_at_grt="false"
export IMPL_antenna_cells=0
==> where the power goes <==
group	switching [W]	internal [W]
Sequential	0.0000546	0.000165
Clock	0.0000377	0.0000584
Combinational	0.000128	0.000206
==> layout make-up <==
class | count | area (um2) | area share, %
clock buffer | 4 | 26.3 | 4.37
tap | 46 | 57.6 | 9.56
inverter | 4 | 15.0 | 2.49
timing repair buffer | 8 | 80.1 | 13.3
multi-input combinational | 28 | 245 | 40.7
sequential | 7 | 178 | 29.5
==> synthesized netlist by cell type, drive strengths merged <==
cell type,number
mux2,2
dfstp,2
nand2b,2
nand4b,1
nand2,3
fa,1
inv,4
o21ai,2
nor3,1
a21o,2
or4b,1
nor2,3
a21oi,2
xnor2,3
mux2i,1
ha,3
dfrtp,5
o211ai,1
==> cells by family after synthesis <==
group           count (synthesis)
xor+xnor                        3
buf+inv                         4
fa+ha+maj                       4
compound gates                  7
flops                           7
mux                             3
simple gates                   11
==> critical path, cell delays in order <==
cell	delay [ns]
clkdlybuf4s50_1	0.48
nand2b_1	0.11
a21o_4	0.23
inv_1	0.10
ha_1	0.27
nand2b_1	0.09
a21oi_1	0.10
or4b_1	0.47
o211ai_1	0.09
==> sequential cells by signal, summed over array words and instances (netlist names) <==
| signal | count |
|---|---|
| exit_prev | 1 |
| entry_prev | 1 |
| slots | 5 |
==> through the flow <==
stage	power (W)	instances	cell area [um2]
finish	0.000651	97	602
global route	0.000702	97	602
CTS	0.000664	97	602
detailed placement	0.000564	93	576
global placement	0.000557	93	576
floorplan	0.000430	39	438
==> worst paths after layout <==
kind	start	end	slack, ns
max in group asynchronous	reset	slots[2]$_DFFE_PP1P_	1.83
min in group clk0	slots[3]$_DFFE_PP0P_	slots[3]$_DFFE_PP0P_	0.58
hold / removal	reset	slots[3]$_DFFE_PP0P_	0.50
setup / recovery	entry	slots[4]$_DFFE_PP0P_	0.32
setup reg to reg	slots[2]$_DFFE_PP1P_	slots[4]$_DFFE_PP0P_	0.52
hold reg to reg	slots[3]$_DFFE_PP0P_	slots[3]$_DFFE_PP0P_	0.58
==> per-layer routing <==
metal	wire length, um	global-route usage, %	vias up
li1	-	-	157
met1	369	3.05	136
met2	423	4.33	5
met5	0	0	-
met3	49	0.909	2
met4	19	0.880	0
Power and IR drop assume default switching activity.
