**./run.sh**
```bash
#!/bin/bash
# OpenROAD 26Q1-2900-gdf79404cd8, Yosys 0.63+post, stock flow scripts
make -C /OpenROAD-flow-scripts/flow DESIGN_CONFIG=/design/flow/config.mk WORK_HOME=/design/flow/orfs finish
```
**./constraint.sdc**
```tcl
current_design DISP7SEG

set clk_period 5.6
set clk_io_pct 0.2

create_clock -name clk0 -period $clk_period [get_ports {clk}]

set non_clock_inputs [all_inputs -no_clocks]
set_input_delay [expr $clk_period * $clk_io_pct] -clock clk0 $non_clock_inputs
set_output_delay [expr $clk_period * $clk_io_pct] -clock clk0 [all_outputs]
```
**./config.mk**
```make
export PLATFORM = sky130hd
export DESIGN_NAME = DISP7SEG
export DESIGN_NICKNAME = DISP7SEG
export VERILOG_FILES = /design/flow/design.v
export SDC_FILE = /design/flow/constraint.sdc
export NUM_CORES = 4
export LEC_CHECK = 1
export CORE_UTILIZATION = 40
```
**./design.v**
```verilog
`timescale 1ns / 1ps
module DISP7SEG(
    input clk
    ,input [3:0] D0
    ,input [3:0] D1
    ,input [3:0] D2
    ,input [3:0] D3
    ,input [3:0] D4
    ,input [3:0] D5
    ,input [3:0] D6
    ,input [3:0] D7
    ,output [7:0] seg
    ,output [7:0] an
    );
wire [2:0] sel;
wire [4:0] Y;
wire clk_out;
wire a0, a1, a2, a3, a4;
wire b0, b1, b2, b3, b4;
wire c0, c1, c2, c3, c4;
wire d0, d1, d2, d3, d4;
wire e0, e1, e2, e3, e4;
wire f0, f1, f2, f3, f4;
wire g0, g1, g2, g3, g4;
wire h0, h1, h2, h3, h4;
wire [7:0] seg_number;
assign a4 = 0;
assign b4 = 0;
assign c4 = 0;
assign d4 = 0;
assign e4 = 0;
assign f4 = 0;
assign g4 = 0;
assign h4 = 0;
assign {a3, a2, a1, a0} = D0;
assign {b3, b2, b1, b0} = D1;
assign {c3, c2, c1, c0} = D2;
assign {d3, d2, d1, d0} = D3;
assign {e3, e2, e1, e0} = D4;
assign {f3, f2, f1, f0} = D5;
assign {g3, g2, g1, g0} = D6;
assign {h3, h2, h1, h0} = D7;
assign seg = (sel == 3'b011)? 8'b00001000: 
             (sel == 3'b110)? 8'b00001000: 
				 (sel == 3'b111)? 8'b10001001:  
				 (sel == 3'b101)? 8'b11111111:  
				 (sel == 3'b010)? 8'b11111111:  
             seg_number;   
bcd7seg bcd7seg (.Y(Y), .disp(seg_number));
slowclock slowclock (.clk_in(clk), .clk_out(clk_out));
my_counter my_counter (.clk(clk_out), .Q(sel));
mux8to1 mux8to1 (.A({a4, a3, a2, a1, a0}), .B({b4, b3, b2, b1, b0}), .C({c4, c3, c2, c1, c0}), .D({d4, d3, d2, d1, d0}), 
				 .E({e4, e3, e2, e1, e0}), .F({f4, f3, f2, f1, f0}), .G({g4, g3, g2, g1, g0}), .H({h4, h3, h2, h1, h0}), .sel(sel), .Y(Y));
decoder3to8 decoder3to8 ( .en(sel), .an(an));
endmodule
module bcd7seg(input[4:0] Y, output reg[7:0] disp);
	always@(Y)	begin
		case(Y[3:0])
			00:       disp={!Y[4], 7'b1000000};
			01:       disp={!Y[4], 7'b1111001};
			02:       disp={!Y[4], 7'b0100100};
			03:       disp={!Y[4], 7'b0110000};
			04:       disp={!Y[4], 7'b0011001};
			05:       disp={!Y[4], 7'b0010010};
			06:       disp={!Y[4], 7'b0000010};
			07:       disp={!Y[4], 7'b1111000};
			08:       disp={!Y[4], 7'b0000000};
			09:       disp={!Y[4], 7'b0010000};
			10:       disp={!Y[4], 7'b0001000};
			11:       disp={!Y[4], 7'b0000011};
			12:       disp={!Y[4], 7'b1000110};
			13:       disp={!Y[4], 7'b0100001};
			14:       disp={!Y[4], 7'b0000110};
			default:  disp={!Y[4], 7'b0001110};
		endcase
	end
endmodule
module slowclock (clk_in, clk_out);
input clk_in; output clk_out;
reg clk_out;
reg [25 : 0] period_count;
always @ (posedge clk_in)
	if (period_count != 2500 - 1)
	begin
		period_count <= period_count + 1;
		clk_out <= 0;
	end
	else
	begin
		period_count <= 0;
		clk_out <= 1;
	end
endmodule
module my_counter( clk, Q );
input clk;
output [2:0] Q;
reg [2:0] temp;
always @(posedge clk)
begin
	temp <= temp + 1;
end
assign Q = temp;
endmodule
module mux8to1( input [4:0] A, B, C, D, E, F, G, H, input [2:0] sel, output reg [4:0] Y);
always @* begin
	case(sel)
		3'd0: Y = A;
		3'd1: Y = B;
		3'd2: Y = C;
		3'd3: Y = D;
		3'd4: Y = E;
		3'd5: Y = F;
		3'd6: Y = G;
		3'd7: Y = H;
		default: Y = 5'd0;
	endcase
end
endmodule
module decoder3to8 (input [2:0] en, output reg [7:0] an);
always@(en)
begin
	case (en)
		0: an=8'b11111110;
		1: an=8'b11111101;
		2: an=8'b11111011;
		3: an=8'b11110111;
		4: an=8'b11101111;
		5: an=8'b11011111;
		6: an=8'b10111111;
		7: an=8'b01111111;
	endcase
end
endmodule
```
==> out/qor.yml <==
skew_ns: 0.001839
track_usage_pct: 16.21
tightest_slew_ns: 0.7979
drive_gt1_share_pct: 5.323
finalMaxSlewViolations: 0
fin_area_mm2: 0.002550
yosys_warnings: 5
finalHoldViolCount: 0
cts_buffers: 3
drtAntennaViolNets: 0
cts_tree: "done"
async_flop_share_pct: 0
reg2reg_to: "slowclock.period_count[25]"
grt_overflow: 0
power_uw: 338.0
cp-endpoint: "seg[0]"
chip_area_mm2: 0.005298
drt_iter0_markers: 89
core_mm2: 0.004786
finalCritPeriodShare_pct: 80.81
rsz0062_at_grt: "no"
rr_worst_depth: 6
fill_cells: 459
path_common_cell: "clkdlybuf4s50_1"
cts_buffer_depth: 2
rows: 25
wirelength_um: 4089
final.setup.tns_ns: 0
startpoint: "D6[2]"
clockRootBuffer: "clkbuf_8"
cp_max_fo: 8
ff2ff_setup_slack_ns: 3.56
cap_violations: 0
path_cells: "clkdlybuf4s50_1 -> mux2_2 -> a221oi_1 -> a31oi_2 -> o21ai_0 -> o2111ai_1 -> nand2_1 -> clkdlybuf4s50_1"
grt_max_degree: 16
comb_area_mm2: 0.001157
synth-edff-count: 0
post-cts-setup-buffers: 0
area_growth_pct: 27.22
drcViolationCount: 0
grt_pass1_vias: 1510
rr_startpoint: "slowclock.period_count[2]"
unconstrained_endpoints: 20
arrival_ns: 3.41
ys_cells: 221
wl_per_cell_um: 12.39
synth_area_mm2: 0.002004
relSlewSlack_pct: 46.40
power_density_mw_per_mm2: 132.6
final.min_clock_period_ns: 4.525
ys.flops: 38
netlist_instances: 221
yosysUniqueCellTypes: 49
pin_count: 49
top_area_share_pct: 37.95
cts.repair.resized: 0
vdd_ir_drop_max_mv: 0.1340
setup_violations: 0
crit_slowest_cell: "clkdlybuf4s50_1"
gp_congestion: 0.7865
topCellsByArea: "dfxtp_1, xnor2_1, nand2_1"
seq_area_um2: 760.7
path_class: "input pin to output port"
die_w_um: 72.79
ys.flop_type: "dfxtp_1"
antenna_found_initial: 0
hpwl_um: 3060
initial_core_util_pct: 41.88
grt_pass1_wl_um: 6824
postPlaceCellArea_mm2: 0.002505
p_leak_uw: 0.0008626
end_kind: "output port"
warnings: 29
outcome: "completed"
ctsHoldBuffers: 0
max_stage_delay_ns: 0.45
insertion_delay_ns: 0.26
fmax_ghz: 0.2210
cts.reportedPaths.clkPinSlew_ns: 0.08
ctsHtreeMaxLevel: 1
critPathRequiredTime_ns: 4.48
post_drt_via_cell_ratio: 5.006
vias: 1652
startpoint_type: "input pin"
die_height_um: 72.79
unclocked_pins: 11
top_area_cell: "dfxtp_1"
syn_area_per_cell_um2: 9.070
numPortBuffers: 48
ys_seq_share_pct: 37.95
hp-class: "register to register"
firstDrtPassIters: 4
yosys_area_mm2: 0.002004
n_antenna_cell: 0
-- worst max-delay path, delay by kind of cell --
kind                   cells  cell delay, ns
multiplexers               1            0.26
buffers and inverters      2            0.85
AND-OR/OR-AND              4            1.09
AND/OR/NAND/NOR            1            0.10
-- layer usage --
metal | global-route usage [%] | vias up | share of wire (%)
met2 | 26.27 | 50 | 43
met4 | 1.525 | 0 | 0.51
met3 | 2.101 | 2 | 7.0
met5 | 0 | - | 0
met1 | 24.66 | 727 | 50
li1 | - | 873 | -
-- metrics by stage --
stage / hold slack (ns) / worst slack (ns) / instances / util, %
after floorplan: 0.4321 / 2.189 / 221 / -
after global placement: 0.4513 / 1.126 / 326 / 52.34
after detailed placement: 0.4494 / 1.090 / 326 / 52.34
after CTS: 0.4697 / 1.088 / 330 / 53.28
after global routing: 0.5062 / 0.8915 / 330 / 53.28
final: 0.4657 / 1.075 / 330 / 53.28
-- area by class of cell --
cell class,count,area share (%)
clock buffers,4,1.766
inverters,6,0.8832
multi-input cells,167,45.39
flip-flops and latches,38,29.83
well taps,67,3.288
repair buffers,48,18.84
-- Yosys cell counts, types with 2 or more instances --
cell type  number
o21ai_0         6
a21oi_1         2
and3_1          7
nand4_1         3
nand2_1        24
a22o_1          4
ha_1            7
nor2b_1         3
a31o_2          2
xor2_1          4
nand2b_1        3
a221o_1         2
a31oi_1         6
and2_1          2
mux2_2          2
nand3_1        13
clkbuf_1        4
buf_6           3
nand3b_1        2
a22oi_1         2
dfxtp_1        38
nor4_1          4
nor3_1          7
and4_1          3
inv_1           6
buf_2           3
o21ai_1         2
xnor2_1        22
mux2i_1         4
nor2_1         12
-- cell families (layout without fill, tap and decap cells) --
family,Yosys count,count (layout),synth area share (%)
AOI/OAI and AO/OA,35,35,13.73
xor gates and xnor gates,26,26,11.36
adders and majority gates,7,7,4.369
buffers and inverters,16,58,4.306
DFF,38,38,37.95
muxes,6,6,3.121
and+or+nand+nor,93,93,25.16
-- how the worst min path moves through the flow --
stage	cells after the start	end	slack, ns	from
final	1	slowclock.period_count[25]	0.47	slowclock.period_count[25]
after CTS	1	slowclock.period_count[25]	0.47	slowclock.period_count[25]
after global routing	1	slowclock.period_count[25]	0.51	slowclock.period_count[25]
-- state kept, by name (all words and copies together) (netlist names) --
name and count:
slowclock.period_count 26, an 8, my_counter.temp 3, slowclock.clk_out 1
-- layout by cell type (no fill, tap or decap), types with 6 or more instances in the layout --
cell type         n
nor3_1            7
and3_1            7
clkdlybuf4s50_1  48
nand2_1          24
inv_1             6
nor2_1           12
dfxtp_1          38
o21ai_0           6
a31oi_1           6
nand3_1          13
xnor2_1          22
ha_1              7
-- power breakdown --
part | internal [uW] | total (uW) | switching, uW
clock | 50.8 | 106 | 55.5
sequential | 192 | 192 | 0
combinational | 27.1 | 39.9 | 12.8
Power figures rest on the tool's default switching activity, not on a simulated workload.
