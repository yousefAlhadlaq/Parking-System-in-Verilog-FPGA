## config.mk

```make
export PLATFORM = sky130hd
export DESIGN_NAME = Normal_Parking_counter
export DESIGN_NICKNAME = Normal_Parking_counter
export VERILOG_FILES = /design/flow/design.v
export SDC_FILE = /design/flow/constraint.sdc
export NUM_CORES = 4
export LEC_CHECK = 1
export CORE_AREA = 10 10 70 70
export DIE_AREA = 0 0 80 80
```

## constraint.sdc

```tcl
current_design Normal_Parking_counter

set clk_period 2.3
set clk_io_pct 0.2

create_clock -name clk0 -period $clk_period [get_ports {clk}]

set non_clock_inputs [all_inputs -no_clocks]
set_input_delay [expr $clk_period * $clk_io_pct] -clock clk0 $non_clock_inputs
set_output_delay [expr $clk_period * $clk_io_pct] -clock clk0 [all_outputs]
```

## design.v

```verilog
`timescale 1ns / 1ps
module Normal_Parking_counter #(parameter maximum=20,minimum=0)(input clk,reset,entry,exit,output reg [4:0] slots);
reg entry_prev, exit_prev;
always @(posedge clk or posedge reset) begin
    if(reset)begin
        slots<=maximum;
        entry_prev<=0;
        exit_prev<=0;
    end   
    else begin
        if(exit && !exit_prev && slots < maximum) 
                slots<= slots+1;
         if (entry && !entry_prev && slots > minimum)
            slots<= slots-1;
        entry_prev<=entry;
        exit_prev<=exit;
    end
end
endmodule 
```

## run.sh

```bash
#!/bin/bash
# OpenROAD 26Q1-2900-gdf79404cd8, Yosys 0.63+post, stock flow scripts
make -C /OpenROAD-flow-scripts/flow DESIGN_CONFIG=/design/flow/config.mk WORK_HOME=/design/flow/orfs finish
```

==> deck_impl_summary.md <==
Flow Results at a Glance

Setup path
  – Slowest cell on crit path: or4_4
  – Crit path buf inv count: 1
  – Setup Crit Path Kind: register to register
  – R2r setup slk: roughly 100 ps
  – Worst Path Required: around 2400 ps
  – Max stage delay on crit path: between 500 and 600 ps
  – Crit-path max FO: 2
  – FF-to-FF path depth: 8
  – Reg2reg end: slots[3]
  – CP Launch Type: register
  – Worst path cell trace: or4_4, o21ai_4, inv_2, ha_1, a21o_1, a21oi_1, xnor2_1, mux2_4
  – Critical R2R Launch: slots[3]
  – CP delay by family, top: simple AND/OR/NAND/NOR gates
  – CP arrival: between 2000 and 2500 ps
  – Crit end category: register

Final layout
  – # fillers: about 370
  – Most instantiated logic cells after routing: 8 x clkdlybuf4s50_1, 8 x buf_4, 5 x nor2_1, 5 x dfrtp_1
  – Layout cells sized above 1: about 40%
  – Post-route cell area: ~700 um^2
  – Synth-to-layout area growth: 66.2%

Timing
  – Final min period: about 2200 ps
  – Hold Slack: roughly 440 ps
  – Final setup skew: 2.83 ps
  – Max-slew violations: 0
  – Relative slew slack: between 80% and 90%
  – Post-route clock period utilization: a little over nine tenths
  – Final setup viols: 0
  – Final hold violation count: 0
  – Unrepaired setup endpoints after global routing: yes
  – Final worst slack: 103 ps
  – Least-Margin Pin Slew: between 200 and 300 ps
  – Peak Freq: 455 MHz
  – TNS Setup: 0 ps

Synthesis
  – Seq share, synth: between 40 and 50%
  – Yosys Instances: 39
  – Mapped Area: 422 um^2
  – Syn avg cell area: ~11 um^2
  – Yosys chip area: between 400 and 500 um^2
  – Synth flops: 7
  – Ys Warns: 1
  – Post-Syn Instances: 39
  – Count of cell types in the netlist: 20

Die
  – Core area: 0.00342 mm^2
  – Row count: 21
  – Die Ht: ~80 um
  – Die Size: 0.00640 mm^2
  – Die width: about 80 um
  – FP Util: about an eighth
  – Io pins: 9

Route
  – Drt wl/cell: 8.58 um
  – Antenna cells: 0
  – DRT Pass-1 Iters: 3
  – DRT Wirelength: 910 um
  – Residual DRC: 0
  – Vias per cell: roughly 3.2
  – DR vias: ~340
  – 1st-iter DRT viols: 21
  – Routed Antenna Nets: 0

Flow run
  – Tool Warnings: 26
  – Max cap viols: 0

CTS
  – CTS sink cnt: 7
  – Cts hold-fix bufs: 0
  – CTS tree: yes
  – Reg clk slew, reported paths: approximately 50 ps
  – Worst-case clock buffer depth: 2
  – Clk Latency, worst-skew pair: 240 ps
  – CTS H-Tree Depth: 1
  – CTS buffer count: 3
  – Root Buffer: clkbuf_4

Placement
  – Pre-CTS WS: -114 ps
  – Placer Congestion: 0.737
  – Port buffer count: 8
  – Dpl hpwl: between 700 and 800 um
  – Placed Area: ~620 um^2

Pwr
  – Peak supply drop: approximately 0.00028 V
  – PwrDens: 1210 mW/mm^2
  – Leakage: roughly 0.3 nW

GRT
  – Total gr overflow: 0
  – First-pass GRT wire length: around 1500 um
  – Number of global-route vias before repair: approximately 340
  – GRT Resource Usage Total: 2.71%
  – Initial antenna violation count: 0
  – Largest net degree at the start of global routing: 8

Hold path
  – Hold Path Class: primary input to asynchronous set/reset pin

Status
  – Outcome: finished clean
## sequential cells by signal (all words and copies together), names as in the netlist
signal and count:
slots 5, entry_prev 1, exit_prev 1
## cell type report
| cell class | count | area (um^2) | area share (%) |
|---|---|---|---|
| clock buffers | 4 | 26.3 | 3.75 |
| inverters | 4 | 15.0 | 2.14 |
| repair buffers | 17 | 151 | 21.6 |
| flip-flops and latches | 7 | 178 | 25.4 |
| well taps | 46 | 57.6 | 8.21 |
| multi-input cells | 28 | 273 | 38.9 |
## cell families (layout without fill, tap and decap cells)
| family | count (synthesis) | after routing | synth area share (%) |
|---|---|---|---|
| mux | 1 | 1 | 3.56 |
| buf+inv | 4 | 25 | 3.56 |
| compound gates | 8 | 8 | 13.4 |
| fa+ha+maj | 4 | 4 | 13.7 |
| xor+xnor | 4 | 4 | 8.31 |
| flops | 7 | 7 | 42.1 |
| simple gates | 11 | 11 | 15.4 |
## layer usage
layer	GRT usage, %	wire length, um	vias up
met1	3.68	435	158
met2	3.69	385	8
met3	1.02	61	2
li1	-	-	172
met4	1.23	27	0
met5	0	0	-
## timing repair
| item | 4_1_cts | 5_1_grt |
|---|---|---|
| hold endpoints to repair | 0 | 0 |
| setup endpoints to repair | 1 | 2 |
| setup buffers | 1 | 0 |
| gates resized | 0 | 8 |
| pin swaps | 1 | 3 |
## synth_stat cells
cell | n | share of area [%]
a21oi_1 | 4 | 4.7
o21ai_4 | 1 | 3.9
nand3b_1 | 1 | 1.8
xnor2_1 | 2 | 4.2
nor2_1 | 5 | 4.5
inv_1 | 4 | 3.6
nand2_4 | 1 | 2.7
mux2_4 | 1 | 3.6
o21ai_0 | 1 | 1.2
a21o_1 | 1 | 1.8
dfrtp_1 | 5 | 30
or4_4 | 1 | 2.7
nor2b_1 | 1 | 1.5
fa_1 | 1 | 4.7
xor2_1 | 2 | 4.2
nand2b_1 | 1 | 1.5
nand2_1 | 1 | 0.89
o21bai_1 | 1 | 1.8
dfstp_2 | 2 | 12
ha_1 | 3 | 8.9
## report_power, final
part           leakage [nW]  switching, W  internal [W]
registers            0.0788     0.0000353      0.000186
logic                 0.206      0.000201      0.000316
clock network        0.0150     0.0000413     0.0000660
## worst max path at each step
| stage | from | end | slack [ps] | depth (start not counted) |
|---|---|---|---|---|
| final | slots[3] | slots[3] | 100 | 8 |
| after CTS | slots[3] | slots[4] | 10 | 10 |
| after global routing | slots[3] | slots[4] | -2 | 10 |
## metrics by stage
| step | util (%) | instances | power [W] |
|---|---|---|---|
| 2_1_floorplan | - | 39 | 0.000453 |
| 3_3_place_gp | 18.1 | 101 | 0.000668 |
| 3_5_place_dp | 18.1 | 101 | 0.000679 |
| 4_1_cts | 19.1 | 106 | 0.000796 |
| 5_1_grt | 20.5 | 106 | 0.000919 |
| 6_report | 20.5 | 106 | 0.000846 |
Power and IR drop assume default switching activity.
